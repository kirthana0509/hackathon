### ./run.sh
#!/bin/bash
# OpenROAD 26Q1-2900-gdf79404cd8, Yosys 0.63+post, stock flow scripts
make -C /OpenROAD-flow-scripts/flow DESIGN_CONFIG=/design/flow/config.mk WORK_HOME=/design/flow/orfs finish
### ./config.mk
export PLATFORM = sky130hd
export DESIGN_NAME = top_module
export DESIGN_NICKNAME = top_module
export VERILOG_FILES = /design/flow/design.v
export SDC_FILE = /design/flow/constraint.sdc
export NUM_CORES = 4
export LEC_CHECK = 1
export CORE_AREA = 10 10 79 79
export DIE_AREA = 0 0 89 89
### ./constraint.sdc
current_design top_module

set clk_period 1.1
set clk_io_pct 0.2

create_clock -name clk0 -period $clk_period [get_ports {clk}]

set non_clock_inputs [all_inputs -no_clocks]
set_input_delay [expr $clk_period * $clk_io_pct] -clock clk0 $non_clock_inputs
set_output_delay [expr $clk_period * $clk_io_pct] -clock clk0 [all_outputs]
### ./design.v
module phase1 (
    input clk,
    input reset,
    input code_in,
    output reg phase1_done,
    output reg phase1_fail,
    output reg alarm
);
    always @(posedge clk or posedge reset) begin
        if (reset) begin
            phase1_done <= 0;
            phase1_fail <= 0;
            alarm <= 0;
        end else begin
            phase1_done <= 1;
            phase1_fail <= 0;
            alarm <= 0;
        end
    end
endmodule
module phase2 (
    input clk,
    input reset,
    input check,
    input [3:0] switch_in,
    output reg phase2_done,
    output reg phase2_fail,
    output reg alarm
);
    always @(posedge clk or posedge reset) begin
        if (reset) begin
            phase2_done <= 0;
            phase2_fail <= 0;
            alarm <= 0;
        end else begin
            phase2_done <= 1;
            phase2_fail <= 0;
            alarm <= 0;
        end
    end
endmodule
module phase3 (
    input clk,
    input reset,
    input [2:0] dir_in,
    input valid,
    output reg phase3_done,
    output reg phase3_fail,
    output reg alarm
);
    always @(posedge clk or posedge reset) begin
        if (reset) begin
            phase3_done <= 0;
            phase3_fail <= 0;
            alarm <= 0;
        end else begin
            phase3_done <= 1;
            phase3_fail <= 0;
            alarm <= 0;
        end
    end
endmodule
module phase4 (
    input clk,
    input reset,
    input check,
    input [7:0] plate_in,
    output reg phase4_done,
    output reg phase4_fail,
    output reg alarm
);
    always @(posedge clk or posedge reset) begin
        if (reset) begin
            phase4_done <= 0;
            phase4_fail <= 0;
            alarm <= 0;
        end else begin
            phase4_done <= 1;
            phase4_fail <= 0;
            alarm <= 0;
        end
    end
endmodule
module phase5_time_lock (
    input clk,
    input reset,
    output reg [1:0] time_lock_out,
    output reg phase5_done,
    output reg phase5_fail,
    output reg alarm
);
    always @(posedge clk or posedge reset) begin
        if (reset) begin
            time_lock_out <= 0;
            phase5_done <= 0;
            phase5_fail <= 0;
            alarm <= 0;
        end else begin
            time_lock_out <= 2'b11;
            phase5_done <= 1;
            phase5_fail <= 0;
            alarm <= 0;
        end
    end
endmodule
module top_module (
    input clk,
    input reset,
    input code_in,
    input check2,
    input [3:0] switch_in,
    input valid3,
    input [2:0] dir_in,
    input check4,
    input [7:0] plate_in,
    output reg all_done,
    output [1:0] time_lock_out,
    output reg vault,
    output reg waltescape,
    output reg epwave,
    output reg alarm
);
    wire phase1_done, phase1_fail, alarm1;
    wire phase2_done, phase2_fail, alarm2;
    wire phase3_done, phase3_fail, alarm3;
    wire phase4_done, phase4_fail, alarm4;
    wire phase5_done, phase5_fail, alarm5;
    typedef enum reg [2:0] {
        PH1 = 3'd0,
        PH2 = 3'd1,
        PH3 = 3'd2,
        PH4 = 3'd3,
        PH5 = 3'd4,
        DONE_STATE = 3'd5
    } top_state_t;
    reg [2:0] current_state, next_state;
    reg vault_d;
    always @(posedge clk or posedge reset) begin
        if (reset) begin
            current_state <= PH1;
            vault <= 0;
            waltescape <= 0;
            epwave <= 0;
            vault_d <= 0;
        end else begin
            current_state <= next_state;
            if (next_state == DONE_STATE)
                vault <= 1;
            else
                vault <= 0;
            if (current_state != DONE_STATE && next_state == DONE_STATE)
                waltescape <= 1;
            else
                waltescape <= 0;
            vault_d <= vault;
            epwave <= (~vault_d) & vault;
        end
    end
    always @(*) begin
        next_state = current_state;
        all_done = 0;
        case (current_state)
            PH1: begin
                if (phase1_fail)
                    next_state = PH1;
                else if (phase1_done)
                    next_state = PH2;
            end
            PH2: begin
                if (phase2_fail)
                    next_state = PH2;
                else if (phase2_done)
                    next_state = PH3;
            end
            PH3: begin
                if (phase3_fail)
                    next_state = PH2;
                else if (phase3_done)
                    next_state = PH4;
            end
            PH4: begin
                if (phase4_fail)
                    next_state = PH2;
                else if (phase4_done)
                    next_state = PH5;
            end
            PH5: begin
                if (phase5_fail)
                    next_state = PH2;
                else if (phase5_done)
                    next_state = DONE_STATE;
            end
            DONE_STATE: begin
                all_done = 1;
                next_state = DONE_STATE;
            end
            default: next_state = PH1;
        endcase
    end
    assign alarm = alarm1 | alarm2 | alarm3 | alarm4 | alarm5;
    phase1 phase1_inst (
        .clk(clk),
        .reset(reset || (current_state != PH1)),
        .code_in(code_in),
        .phase1_done(phase1_done),
        .phase1_fail(phase1_fail),
        .alarm(alarm1)
    );
    phase2 phase2_inst (
        .clk(clk),
        .reset(reset || (current_state != PH2)),
        .check(check2),
        .switch_in(switch_in),
        .phase2_done(phase2_done),
        .phase2_fail(phase2_fail),
        .alarm(alarm2)
    );
    phase3 phase3_inst (
        .clk(clk),
        .reset(reset || (current_state != PH3)),
        .dir_in(dir_in),
        .valid(valid3),
        .phase3_done(phase3_done),
        .phase3_fail(phase3_fail),
        .alarm(alarm3)
    );
    phase4 phase4_inst (
        .clk(clk),
        .reset(reset || (current_state != PH4)),
        .check(check4),
        .plate_in(plate_in),
        .phase4_done(phase4_done),
        .phase4_fail(phase4_fail),
        .alarm(alarm4)
    );
    phase5_time_lock phase5_inst (
        .clk(clk),
        .reset(reset || (current_state != PH5)),
        .time_lock_out(time_lock_out),
        .phase5_done(phase5_done),
        .phase5_fail(phase5_fail),
        .alarm(alarm5)
    );
endmodule
==> impl_metrics.toml <==
# yosys + openroad results
[layout]
area.sequential_um2 = 300
most_instantiated_logic_cells_after_routing = "12 x dfrtp_1, 6 x conb_1, 5 x buf_4"
top_cell_excl_fill_tap = "dfrtp_1"
area_used_by_multi_input_combinational_logic_um2 = 213
finalNonFillerCells = 116
synthToLayoutAreaGrowth_pct = 32.7
post-route-util_pct = 16.0
layout-drive-gt1-share_pct = 24.2
fillers = 502

[synthesis]
synthDistinctLibCells = 22
synthesis.instances = 47
synth-warning-count = 7
ys.flops = 12
synthesis.area_per_instance_um2 = 12.0
ys_cells = 47
synthesis.area_um2 = 562
synth.yosys.chip_area_um2 = 562
synth_sequential_area_ratio_pct = 53.5

[placed_design]
dp_hpwl_um = 674
place.detailed.instances = 111
portBuffers = 7
place_congestion = 0.762

[outcome]
failing_checks = "negative setup slack"
run_status = "finished, violations left"

[power]
intPower_mw = 1.11
power.ir.vdd_worst_v = 0.000588
fin_total_pwr_mw = 1.59
clock_power_share_pct = 24.0
sequential_power_share_pct = 36.3
power.density_cell_area_nw_per_um2 = 2130
power.static_leakage_nw = 0.355
share_comb_of_total_power_pct = 39.8
net-switching-power_mw = 0.479
power_switching_share_pct = 30.2

[cts]
clk_pin_slew_ns = 0.05
cts.htree.levels = 1
clock_sink_count = 12
cts-hold-fix-buffers = 0
cts.root.buffer_cell = "clkbuf_8"
cts_tree = "yes"
cts_made_buffers = 3
cts-root-to-sink-buffers = 2
worstSkewPairLatency_ns = 0.23

[routing]
wl_met2_um = 389
post_drt_via_cell_ratio = 3.22
post_drt_wl_per_cell_um = 7.62
m1WireLength_um = 388
postRouteWirelength_um = 884
detailedRoute.firstPassIterationCount = 3
via_count = 373
routed-wl-met3_um = 79
top_routing_layer_used = "met4"
n_antenna_cell = 0
post-route-drc-count = 0
final_antenna_net_count = 0
drt-initial-drc-count = 39

[worst_setup_path]
cp_data_required_time_ns = 0.88
critPathMaxFanout = 2
worstSetupStartpointType = "flip-flop"
critPathTopFamily = "flip-flops"
timing.critical_path.arrival_ns = 0.91
crit_chain = "and3b_1, buf_2"
slowest_stage = "dfrtp_1"
critical_path_class = "reg2out"
reg2reg_slack_ns = 0.04
slowest_delay_ns = 0.37
endpoint_kind = "primary output"
count_of_buffer_and_inverter_cells_on_the_critical_path = 1

[global_routing]
gr-usage-all-layers_pct = 2.25
grt_first_pass_wirelength_mm = 1.46
via_count_of_the_first_global_routing_pass = 345
grt_antenna_before_repair = 0
grt_overflow = 0
grt_max_degree = 14

[timing]
rsz0062_at_grt = "true"
postLayoutSetupSlackWorst_ns = -0.0263
setup_tns_ns = -0.0263
slew_viol_final = 0
post_route_skew_ns = 0.00101
post-route-period-util_pct = 102
final_hold_violating_endpoints = 0
minimum_clock_period_ns = 1.13
timing.fmax_ghz = 0.888
final-setup-viol-count = 1

[hold_path]
holdCritPathClass = "reg2async"

[floorplan]
dieHeight_um = 89
fp-row-count = 25
floorplan.io_pins = 28
floorplan.die_area_um2 = 7920
initCoreUtil_pct = 12.1
core_region_area_um2 = 4660
die_width_um = 89

[run]
maxCapViolations = 0
openroad.warnings = 46
## worst paths after layout
check | from | endpoint | cells past startpoint
worst max-delay path | current_state[1] | all_done | 2
worst min register to register | current_state[2] | phase5_inst.time_lock_out[0] | 2
worst max register to register | current_state[0] | current_state[0] | 4
min in group clk0 | vault_d | epwave | 1
worst min-delay path | current_state[2] | phase5_inst.time_lock_out[0] | 2
max in group asynchronous | current_state[0] | phase1_inst.phase1_done | 2
## state kept, by name, indices dropped and copies added, names as in the netlist
| register | cells |
|---|---|
| vault_d | 1 |
| phase1_inst.phase1_done | 1 |
| phase5_inst.time_lock_out | 1 |
| epwave | 1 |
| vault | 1 |
| phase4_inst.phase4_done | 1 |
| phase2_inst.phase2_done | 1 |
| phase3_inst.phase3_done | 1 |
| waltescape | 1 |
| current_state | 3 |
## per-layer routing
layer  track usage, %  up-vias
li1                 -      180
met1             2.75      182
met2             3.46        9
met3             1.10        2
met4            0.578        0
met5                0        -
## final cells by class
type / count / share of cell area (%)
tap: 54 / 9.06
sequential: 12 / 40.3
clock buffer: 3 / 5.54
multi-input combinational: 31 / 28.5
inverter: 2 / 1.01
timing repair buffer: 14 / 15.6
## synth_stat cells
cell type / n / area (um^2)
mux2i_1: 1 / 10.0
nand2b_1: 2 / 12.5
o21ai_1: 1 / 5.00
and3b_1: 1 / 8.76
conb_1: 2 / 7.51
nor2_1: 3 / 11.3
nand3b_1: 1 / 7.51
a21oi_1: 2 / 10.0
nand2_1: 2 / 7.51
dfrtp_1: 12 / 300
nor4bb_1: 1 / 10.0
nor4_1: 1 / 6.26
buf_4: 3 / 22.5
nor4b_2: 2 / 30.0
and3_1: 2 / 12.5
o311ai_1: 1 / 8.76
buf_6: 3 / 33.8
nor3b_1: 1 / 7.51
o21ai_0: 1 / 5.00
nor4bb_4: 1 / 25.0
inv_1: 2 / 7.51
nor2b_1: 2 / 12.5
## kinds of logic after synthesis
group | synth area share (%)
buf+inv | 11.4
compound gates | 5.12
simple gates | 26.9
other cells | 1.34
flops | 53.5
mux | 1.78
## worst reg2reg max path: stages, from the launching register on
cell      delay (ns)
dfrtp_1         0.37
buf_4           0.17
nor4bb_1        0.27
a21oi_1         0.06
o311ai_1        0.08
## power groups by stage
| stage | logic (mW) | clock network (mW) | registers [mW] |
|---|---|---|---|
| after CTS | 0.626 | 0.398 | 0.572 |
| after global routing | 0.695 | 0.414 | 0.592 |
| final | 0.631 | 0.380 | 0.575 |
## stage by stage
| step | hold slack [ns] | cell area [um^2] | worst slack (ns) |
|---|---|---|---|
| after global routing | 0.396 | 746 | -0.0602 |
| after CTS | 0.359 | 741 | -0.0453 |
| after floorplan | 0.0286 | 577 | 0.187 |
| final | 0.348 | 746 | -0.0263 |
| after global placement | 0.343 | 696 | -0.178 |
| after detailed placement | 0.347 | 696 | -0.161 |
## repair_timing
item | CTS | global route
gates resized | 12 | 2
setup endpoints to repair | 7 | 3
pin swaps | 0 | 1
buffers inserted | 2 | 0
Power and IR drop assume default switching activity.
